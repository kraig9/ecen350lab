<file path="run.sh">
#!/bin/bash
# OpenROAD 26Q1-2900-gdf79404cd8, Yosys 0.63+post, stock flow scripts
make -C /OpenROAD-flow-scripts/flow DESIGN_CONFIG=/design/flow/config.mk WORK_HOME=/design/flow/orfs finish
</file>
<file path="config.mk">
export PLATFORM = sky130hd
export DESIGN_NAME = RegisterFile
export DESIGN_NICKNAME = RegisterFile
export VERILOG_FILES = /design/flow/design.v
export SDC_FILE = /design/flow/constraint.sdc
export NUM_CORES = 4
export LEC_CHECK = 1
export CORE_UTILIZATION = 40
</file>
<file path="constraint.sdc">
current_design RegisterFile

set clk_period 8.8
set clk_io_pct 0.2

create_clock -name clk0 -period $clk_period [get_ports {Clk}]

set non_clock_inputs [all_inputs -no_clocks]
set_input_delay [expr $clk_period * $clk_io_pct] -clock clk0 $non_clock_inputs
set_output_delay [expr $clk_period * $clk_io_pct] -clock clk0 [all_outputs]
</file>
<file path="design.v">
`timescale 1ns / 1ps
module RegisterFile(BusA, BusB, BusW, RA, RB, RW, RegWr, Clk);  
output [31:0] BusA;  
output [31:0] BusB;  
input [31:0] BusW;  
input [4:0] RA;  
input [4:0] RB;  
input [4:0] RW;  
input RegWr;  
input Clk;  
integer i;
reg [31:0] registers [31:0];  
initial begin
for (i = 0; i <32; i = i + 1)
	registers[i] = 0;
end
assign BusA = (RA==0) ? 0:registers[RA];  
assign BusB = (RB==0) ? 0:registers[RB];  
always @ (negedge Clk) begin  
	if(RegWr & RW>0) 
		registers[RW] <= BusW;  
end
endmodule  
</file>
==> flow_summary.yaml <==
# physical design summary
sta:
  setup_viol: 1
  final.setup.worst_slack_ps: -16.71
  worst_pin_slew_ps: 1093
  drv_slew: 0
  final-hold-violation-count: 0
  hold_slack_ps: 4404
  rsz0062_at_grt: "yes"
  max_slew_margin_pct: 26.98
setup_path:
  crit_type: "flop to output port"
  required_ps: 7040
  path_max_fanout: 2
  startpoint_type: "flop"
  cp-end-kind: "output port"
  worstPathArrival_ps: 7060
detailed_routing:
  drt_iter0_drc: 1631
  drcViolationCount: 0
  vias: 29750
  avgRoutedWirePerCell_um: 28.99
  first_pass_iters: 5
  ant_nets: 0
  postRouteWirelength_mm: 149.6
  via_per_inst: 5.765
floorplan:
  dieHeight_um: 344.8
  io_pins: 113
  chipArea_mm2: 0.1189
  core_area_mm2: 0.1164
  rows: 125
  initCoreUtil_pct: 40.39
  die-width_um: 344.8
placed_design:
  pre_cts_ws_ps: 226.3
  hpwl_mm: 86.19
  place_inst: 3920
  io_buffer_count: 112
  routabilityCongestion: 0.8766
clock_tree:
  htree_levels: 3
  cts_buffers: 113
  path_clk_slew_ps: 40
  tritoncts: "built"
  clockBufferDepth: 3
  clk_root_buffer_cell: "clkbuf_16"
  clkSinkCount: 1024
logic_synthesis:
  common_cells: "1024 x edfxtp_1, 471 x mux4_2, 146 x mux2i_1"
  ys_ff: 1024
  netlist_area_mm2: 0.04700
  yosys_warnings: 1
  syn_area_per_cell_um2: 20.60
  yosys.cell_count.top_type: "edfxtp_1"
  yosysTopAreaCell: "edfxtp_1"
  yosys_area_mm2: 0.04700
  edf_count: 1024
  syn-instance-count: 2281
  ys_types: 36
  yosys_cells: 2281
  area_leaders: "edfxtp_1 65%, mux4_2 23%, mux2i_1 3.1%"
  synth_seq_share_pct: 65.43
  top_area_share_pct: 65.43
  async_flop_share_pct: 0
  ff_type: "edfxtp_1"
layout:
  nFillCells: 8878
  final_cells: 5160
  largest_reg_flops: 1024
  syn2layout_area_growth_pct: 27.96
  regMostFlops: "registers"
  reg.largest.list: "registers: 1024 flops"
  drive_gt1_share_pct: 29.23
job:
  maxCapViolations: 0
  warnings: 1029
global_routing:
  antenna_found_initial: 5
  track_usage_pct: 28.20
  grt_pass1_vias: 35460
  grt_max_degree: 97
  grt_pass1_wl_mm: 214.7
  grt-ovfl-total: 0
run_status:
  status: "finished, violations left"
  failed_checks: "setup timing"
pwr:
  power.density_mw_per_mm2: 218.8
  leakage_nw: 23.34
  ir_worst_vdd_uv: 176.5
hold_path:
  hold-path-endpoint: "BusB[24]"
  hp-start: "RB[1]"
  hold_class: "input pin to output port"
  worstHoldPathCells: 4
-- metal layers --
layer / vias to the layer above / part of all wire, % / routed length (um) / GRT usage (%)
met5: - / 0.13 / 188 / 3.526
met4: 10 / 4.1 / 6081 / 13.19
met3: 366 / 20 / 29330 / 26.63
met2: 2423 / 47 / 70390 / 39.17
met1: 14340 / 29 / 43630 / 27.68
li1: 12610 / - / - / -
-- layout by cell type (no fill, tap or decap), drive strengths merged, types with 7 or more instances in the layout --
cell type and n:
inv 1069, o22ai 83, a2111oi 32, clkbuf 118, mux4 471, nor3 55
dlymetal6s2s 11, a22o 51, nor2 37, buf 187, conb 32, a211oi 36
clkdlybuf4s15 13, edfxtp 1024, a22oi 12, clkdlybuf4s50 44, nand2 9, mux2 37
mux2i 146, o221ai 29, nand3b 7, nor2b 16, bufinv 18, clkinvlp 22
dlygate4sd2 24
-- cell families (layout without fill, tap and decap cells) --
group	count (synthesis)	after routing	synth area share, %
buffers and inverters	191	1512	2.098
other	1	35	0.007979
DFF	1024	1024	65.43
AOI/OAI and AO/OA	259	259	4.212
muxes	654	654	26.57
and+or+nand+nor	152	152	1.688
-- final cells by class --
class | count | area (um2) | area share, %
well taps | 1524 | 1907 | 3.171
multi-input cells | 1097 | 16990 | 28.26
clock buffers | 113 | 2828 | 4.702
repair buffers | 284 | 2845 | 4.731
inverters | 1 | 3.754 | 0.006242
clock inverters | 1114 | 4806 | 7.991
flip-flops and latches | 1024 | 30750 | 51.13
diodes | 3 | 7.507 | 0.01248
-- power breakdown --
| group | switching [mW] | internal, mW |
|---|---|---|
| logic | 0.592 | 0.467 |
| clock network | 3.10 | 3.48 |
| registers | 0.0297 | 5.49 |
-- worst max path at each step --
stage / from / to / cells after the start
5_1_grt: registers[26][20] / BusA[20] / 6
6_report: registers[26][20] / BusA[20] / 6
4_1_cts: registers[29][12] / BusA[12] / 6
-- critical path: stages, from the launching register on --
cell and delay, ps:
edfxtp_1 380, mux4_2 480, mux2i_2 190, a32o_2 200, nor4_2 60, buf_4 200, clkdlybuf4s50_1 440
-- repair_timing --
| item | in CTS | in global routing |
|---|---|---|
| pin swaps | 68 | 29 |
| endpoints found under the hold margin | 0 | 0 |
| resized | 269 | 70 |
| setup buffers | 8 | 11 |
| hold buffers | 0 | 0 |
| setup endpoints to repair | 62 | 43 |
-- stage by stage --
| step | utilization, % | total power, mW | setup TNS (ps) | area (um2) |
|---|---|---|---|---|
| floorplan | - | 6.791 | 0 | 47110 |
| global placement | 43.95 | 7.226 | 0 | 51150 |
| detailed placement | 43.95 | 7.241 | 0 | 51150 |
| CTS | 51.38 | 13.32 | -1307 | 59790 |
| global route | 51.68 | 13.94 | -225.6 | 60130 |
| finish | 51.68 | 13.16 | -16.71 | 60140 |
No activity file was given, so power comes from the tool's default toggle rates.
