`design/flow/constraint.sdc`:
```
current_design MiniRegisterFile

set clk_period 7.5
set clk_io_pct 0.2

create_clock -name clk0 -period $clk_period [get_ports {Clk}]

set non_clock_inputs [all_inputs -no_clocks]
set_input_delay [expr $clk_period * $clk_io_pct] -clock clk0 $non_clock_inputs
set_output_delay [expr $clk_period * $clk_io_pct] -clock clk0 [all_outputs]
```
`design/flow/run.sh`:
```
#!/bin/bash
# OpenROAD 26Q1-2900-gdf79404cd8, Yosys 0.63+post, stock flow scripts
make -C /OpenROAD-flow-scripts/flow DESIGN_CONFIG=/design/flow/config.mk WORK_HOME=/design/flow/orfs finish
```
`design/flow/design.v`:
```
`timescale 1ns / 1ps
module MiniRegisterFile(BusA, BusB, BusW, RA, RB, RW, RegWr, Clk);
    output [31:0] BusA;
    output [31:0] BusB;
    input [31:0] BusW;
    input [4:0] RA;
    input [4:0] RB;
    input [4:0] RW;
    input RegWr;
    input Clk;
    reg [31:0] registers [1:0];
    assign #2 BusA = (RA==0) ? 0:registers[RA];
    assign #2 BusB = (RB==0) ? 0:registers[RB];
    always @ (negedge Clk) begin
        if(RegWr & RW>0)
            registers[RW] <= #3 BusW;
    end
endmodule
```
`design/flow/config.mk`:
```
export PLATFORM = sky130hd
export DESIGN_NAME = MiniRegisterFile
export DESIGN_NICKNAME = MiniRegisterFile
export VERILOG_FILES = /design/flow/design.v
export SDC_FILE = /design/flow/constraint.sdc
export NUM_CORES = 4
export LEC_CHECK = 1
export CORE_UTILIZATION = 30
```
==> impl_table.tex <==
% Yosys + OpenROAD metrics
\begin{tabular}{lr}
\hline
Metric & Value \\
\hline
\multicolumn{2}{l}{\textbf{Status}} \\
Result of the run & completed \\
\multicolumn{2}{l}{\textbf{Placement}} \\
Number of instances in the placed design & 454 \\
Worst slack, placed & 713 ps \\
Weighted congestion at the end of routability-driven global placement & 0.754 \\
Half-perimeter wire length after detailed placement & 4.70 mm \\
\# port buffers & 112 \\
Placed inst area & 4330 um2 \\
\multicolumn{2}{l}{\textbf{Power and ir drop}} \\
Portion of total power attributed to combinational logic & 0.159 \\
Pwr Total & 0.000993 W \\
Net Sw Frac & 0.269 \\
Reg power frac & 0.439 \\
Pwr/cell area & 209 nW/um2 \\
Internal power summed over all cells & 0.000726 W \\
IR drop worst, VDD & 144 uV \\
Share of power burned in the clock network & 0.402 \\
Net switching component of the power & 0.000267 W \\
Pleak & 2.03 nW \\
\multicolumn{2}{l}{\textbf{Logic synthesis}} \\
Synth Cell Area & 3120 um2 \\
Post-synthesis area per instance & 14.2 um2 \\
Distinct cell type count of the synthesized netlist & 13 \\
Sequential share of the synthesized area & 0.616 \\
Register bit total from synthesis & 64 \\
Number of warnings reported in the yosys synthesis log & 1 \\
Count of instantiated cells in the yosys netlist & 220 \\
Yosys stat chip area & 3120 um2 \\
Cells after Synth & 220 \\
Dominant cells by area after synthesis & edfxtp\_1 62\%, mux2i\_1 21\%, a21oi\_1 9.6\%, buf\_6 2.2\%, buf\_4 1.7\% \\
Biggest area consumer among synthesized cells & edfxtp\_1 \\
Top cell type's share of synthesized area & 0.616 \\
\multicolumn{2}{l}{\textbf{Layout}} \\
Number of standard cells in the final layout excluding fillers & 533 \\
Flip-flop count of the largest register, all copies and words added & 64 \\
Registers with the most flip-flops & registers: 64 flops \\
Layout filler cell count & 878 \\
Final Instance Area & 4760 um2 \\
Register containing the most flip-flops in the final layout & registers \\
Area growth syn-to-layout & 52.5\% \\
Fraction of layout instances using a drive strength above 1 & 0.0850 \\
Combined area of the multi-input logic cells & 1050 um2 \\
Storage cell area & 1920 um2 \\
\multicolumn{2}{l}{\textbf{Critical path}} \\
Critical Path Sink Type & primary output \\
Highest net fanout along the worst path & 2 \\
Critical-path cell list & mux2i\_1 -> a21oi\_1 -> clkdlybuf4s50\_1 \\
Highest-delay cell along the critical path & clkdlybuf4s50\_1 \\
Kind of launch point of the worst setup path & register \\
Path length in cells of the critical path & 3 \\
Worst setup path end & BusB[17] \\
Category of the critical setup timing path & register to primary output \\
Dominant delay contributor by cell family on the critical path & buffers and inverters \\
Required @ worst endpoint & 6000 ps \\
Worst path buffer plus inverter count & 1 \\
Peak per-stage delay on the critical path & 490 ps \\
Launch point of the critical path & registers[1][17] \\
Data arrival at the endpoint of the critical path & 5220 ps \\
\multicolumn{2}{l}{\textbf{Final timing}} \\
Number of slew-limit violations in the final report & 0 \\
Count of endpoints failing hold in the final timing report & 0 \\
Relative slew slack & 0.599 \\
Tightest Pin Transition & 601 ps \\
Final-report setup violation count & 0 \\
Setup slack of the critical path after layout & 776 ps \\
Final sum of negative setup slack & 0 ps \\
RSZ-0062 raised after global routing & no \\
\multicolumn{2}{l}{\textbf{Clocking}} \\
Clock transition at path regs & 30 ps \\
CTS tree & yes \\
Master cell of the clock root buffer & clkbuf\_8 \\
CTS-repair resized insts & 0 \\
Post-cts hold buffer count & 0 \\
Total CTS buffers & 9 \\
Number of clock sinks & 64 \\
Number of post-CTS setup repair buffers & 0 \\
Maximum level of the CTS H-tree & 3 \\
Clock buffer depth & 2 \\
\multicolumn{2}{l}{\textbf{Floorplanning}} \\
X dimension of the die & 104 um \\
Number of rows in the core area & 36 \\
Core region area & 9910 um2 \\
Die Outline Area & 10800 um2 \\
IO Count & 113 \\
Die Y & 104 um \\
Starting density of the core & 0.315 \\
\multicolumn{2}{l}{\textbf{Worst hold path}} \\
Cell depth of the worst hold path & 5 \\
Hold/Removal Path Class & input port to primary output \\
\multicolumn{2}{l}{\textbf{Routing}} \\
Overall via count from detail\_route & 2372 \\
Detailed router's first-iteration violation count & 62 \\
Via density per instance & 4.45 \\
Total routed wirelength & 7.05 mm \\
Post-DR wirelength/cell & 13.2 um \\
Post-detailed-route DRC marker count & 0 \\
Final antenna-violating net count & 0 \\
Detailed-routing iteration count for the pre-antenna-repair pass & 4 \\
Antenna diode count & 0 \\
\multicolumn{2}{l}{\textbf{Job}} \\
Tool warning count & 89 \\
Maximum capacitance violations & 0 \\
\multicolumn{2}{l}{\textbf{GRT}} \\
Total global-route track usage & 0.138 \\
Maximum number of pins on one net before global-route repair & 34 \\
First-pass GRT wire length & 11.2 mm \\
Number of antenna violations at the first check in global routing & 0 \\
Number of global-route vias before repair & 2460 \\
Overflow left after global routing & 0 \\
\hline
\end{tabular}
synth_stat cells:
library cell  instances
nor3b_1               1
nor4_4                2
mux2i_1              64
buf_6                 6
buf_2                 1
buf_4                 7
edfxtp_1             64
inv_1                 3
a21oi_2               4
nor4_1                1
a21oi_1              60
clkbuf_1              6
and2_1                1
routing by layer:
metal / track usage / up-vias / part of all wire
met1: 0.167 / 1066 / 0.42
met5: 0 / - / 0
met4: 0.0398 / 0 / 0.0065
met3: 0.0734 / 5 / 0.084
li1: - / 1201 / -
met2: 0.219 / 100 / 0.49
cells in the final DEF (no fill, tap or decap), types with 2 or more instances in the layout:
master / Yosys / routed
nor4_4: 2 / 2
a21oi_1: 60 / 60
edfxtp_1: 64 / 64
a21oi_2: 4 / 4
buf_4: 7 / 9
mux2i_1: 64 / 64
inv_4: 0 / 3
clkbuf_8: 0 / 9
buf_2: 1 / 2
clkdlybuf4s50_1: 0 / 110
inv_1: 3 / 67
through the flow:
stage | hold slack [ps] | util
2_1_floorplan | 3120 | -
6_report | 4050 | 0.480
5_1_grt | 4120 | 0.480
4_1_cts | 4080 | 0.480
3_3_place_gp | 4080 | 0.437
3_5_place_dp | 4080 | 0.437
how the worst min path moves through the flow:
stage                 startpoint       to
after CTS                  RA[0]  BusA[2]
after global routing       RA[0]  BusA[1]
final                      RA[0]  BusA[2]
cell families (layout without fill, tap and decap cells):
| logic type | after synthesis | after routing | synth area share |
|---|---|---|---|
| compound gates | 64 | 64 | 0.108 |
| flops | 64 | 64 | 0.616 |
| buf+inv | 23 | 203 | 0.0509 |
| simple gates | 5 | 5 | 0.0201 |
| mux | 64 | 64 | 0.205 |
power groups by stage:
stage / clock [W] / combinational (W) / sequential, W
finish: 0.000399 / 0.000158 / 0.000436
global route: 0.000454 / 0.000173 / 0.000439
CTS: 0.000419 / 0.000161 / 0.000436
area by class of cell:
class,instances,area share
flip-flops and latches,64,0.404
clock inverters,71,0.0645
repair buffers,121,0.248
inverters,2,0.00158
clock buffers,9,0.0260
well taps,133,0.0350
multi-input cells,133,0.221
No activity file was given, so power comes from the tool's default toggle rates.
