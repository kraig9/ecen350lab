==> /design/flow/design.v <==
`timescale 1ns / 1ps
module DataMemory(ReadData, Address, WriteData, MemoryRead, MemoryWrite, Clock); 
	input[31:0] Address, WriteData;
	input MemoryRead, MemoryWrite, Clock; 
	output [31:0] ReadData; 
	reg [31:0] ReadData;
	reg [31:0] registers [63:0];
	always @(negedge Clock) begin 
		if(MemoryWrite && !MemoryRead)
			registers[Address>>2] <= #20 WriteData;
	end        
	always @(posedge Clock) begin
		if(MemoryRead && !MemoryWrite)
			ReadData <= #20 registers[Address>>2];
	end
endmodule
==> /design/flow/run.sh <==
#!/bin/bash
# OpenROAD 26Q1-2900-gdf79404cd8, Yosys 0.63+post, stock flow scripts
make -C /OpenROAD-flow-scripts/flow DESIGN_CONFIG=/design/flow/config.mk WORK_HOME=/design/flow/orfs finish
==> /design/flow/config.mk <==
export PLATFORM = sky130hd
export DESIGN_NAME = DataMemory
export DESIGN_NICKNAME = DataMemory
export VERILOG_FILES = /design/flow/design.v
export SDC_FILE = /design/flow/constraint.sdc
export NUM_CORES = 4
export LEC_CHECK = 1
export CORE_UTILIZATION = 40
==> /design/flow/constraint.sdc <==
current_design DataMemory

set clk_period 45.6
set clk_io_pct 0.2

create_clock -name clk0 -period $clk_period [get_ports {Clock}]

set non_clock_inputs [all_inputs -no_clocks]
set_input_delay [expr $clk_period * $clk_io_pct] -clock clk0 $non_clock_inputs
set_output_delay [expr $clk_period * $clk_io_pct] -clock clk0 [all_outputs]
==> summary.txt <==
run results: run status completed, DR vias 49800, DR WL/cell 23.0 um, DP Area 83300 sq um, total routed wirelength 216 mm, required time worst endpoint 23.25 ns, cts bufs inserted 210, Flops after synth 2080, CTS Root Cell clkbuf_16, Worst-Skew Late Latency 0.85 ns, Die Area 199000 sq um, OpenROAD warnings 1053, Max Cap Viol 0, postcts setup bufs 0, XOR/XNOR Area Share 0%, row count 162, Slew Viols, Final 0, Top-area cell share 79.1%, ratio of cells with drive above 1 in the final layout 10.9%, CP top delay family buffers and inverters, Slew HR 29.9%, H-tree depth 4, EDFF count, synth 2080, Syn Area/Cell 18.0 sq um, Core ar. 195000 sq um, DR iter-0 viols 3303, top_reg_cell synth edfxtp_1, Hold-fix buffers, CTS 0, fp_density 40.4%, chip width 446 um, area growth from synthesis to final layout 24.5%, DRC Markers 0, pin count of the biggest net entering global routing 86, number of fill cells 15500, Unique cell types 53, Syn. warnings 1, Tightest Hold Check Type input pin to flop, Max clock buf depth 3, GP Congestion 0.914, remaining global-route overflow 0, register share after synthesis 79.1%, Simple Share, Synth 2.57%, Clock Skews 0.0771 ns, Final ANT Viol Nets 0, adder share 0%, CP cell instances buf_8, buf_4, nand2b_1, nor2_2, buf_4, nand2_1, buf_4, nor2_4, buf_4, Mux cell area share 5.22%, largest fanout on the critical path 65, RSZ-0062 raised after global routing no, CP Capture Type flop, met3 Use GR 20.3%, met2 Track Usage GR 32.7%, post-synth top area cell edfxtp_1, DP HPWL 119 mm, vias in the first global route 55200, Crit path buffers/inverters 5, YS chip area 78900 sq um, CTS Sinks 2080, asr flop ratio synth 0%, peak supply drop 0.0449 mV, setup TNS 0 ns, met1 Track Usage GR 27.2%, CP max stage delay 0.61 ns, global-route usage over all layers 23.9%, worst-margin pin slew 1.05 ns, initial antenna violation count 5, aoi share 11.2%, clock slew at reported path FFs 0.06 ns, Top cell by count, worst path buf_4, yosys cell count 4395, Design Area, Final 98300 sq um, Slowest-stage cell, CP buf_4, CTS tree yes, CP arrival 12.66 ns, IO Count 99, first-pass GRT wire length 318 mm, GRT busiest layer met2, top cells, area edfxtp_1, a221oi_1, mux2i_1, a22oi_1, mux4_2, Syn Inst Count 4395, pwr dens 48.9 nW/um^2, Final Hold Fails 0, Leak 39.5 nW, post-cts resize count 0, post-DR vias/cell 5.30, Post-Syn Area 78900 sq um, IO buf count 72, CP startpoint kind input pin, final setup violating endpoints 0, Top logic family AND-OR/OR-AND gates, critical path class input pin to flop, Die H 446 um, drt first pass iters 6
routing by layer:
metal / share of wire [%] / wire [um]
met1: 34 / 73700
met2: 47 / 101000
met3: 16 / 35600
met4: 2.6 / 5680
met5: 0.13 / 278
state kept, by name, summed over array words and instances, names as in the netlist:
signal and count:
registers 2048, ReadData 32
cell type report:
class                   instances  area (sq um)  area share (%)
diodes                          1          2.50         0.00255
clock buffers                 212          5280            5.38
clock inverters              2218          9670            9.84
inverters                       1          6.26         0.00637
multi-input cells            1990         15600            15.8
flip-flops and latches       2080         62500            63.6
well taps                    2624          3280            3.34
repair buffers                261          2010            2.04
report_power, final:
part           internal (mW)  switching [mW]  total [mW]
registers               2.13         0.00197        2.13
logic                 0.0563           0.147       0.203
clock network           1.31            1.16        2.47
total                   3.50            1.31        4.80
worst register-to-register path, delay by kind of cell, from the launching register on:
family             cells  cell delay, ns
DFF                    1            0.35
and+or+nand+nor        2            0.94
AOI/OAI and AO/OA      3            1.16
path summary, 6_finish.rpt:
| kind | cells past startpoint | startpoint | slack (ns) | to |
|---|---|---|---|---|
| setup / recovery | 9 | Address[3] | 10.58 | registers[26][5]$_DFFE_NP_ |
| hold / removal | 4 | Address[3] | 9.31 | ReadData[1]$_DFFE_PP_ |
| setup reg to reg | 5 | registers[19][14]$_DFFE_NP_ | 20.08 | ReadData[14]$_DFFE_PP_ |
| hold reg to reg | 4 | registers[37][9]$_DFFE_NP_ | 23.57 | ReadData[9]$_DFFE_PP_ |
cell usage in the layout (no fill, tap or decap), types with 9 or more instances in the layout:
cell type / n
nor3_1: 9
or4_1: 14
o21ai_0: 131
nor2_4: 66
inv_1: 2107
inv_4: 12
a221o_1: 15
nand2_1: 92
buf_2: 32
a221oi_1: 281
nor4_1: 17
nor2_1: 117
nand2b_1: 10
a22oi_1: 268
a211oi_1: 33
o211ai_1: 29
and2_0: 13
a21boi_0: 13
mux4_2: 62
buf_4: 188
o22ai_1: 125
clkbuf_16: 211
o211a_1: 27
nand4_1: 16
a21oi_1: 167
mux2_2: 49
nand3_1: 50
clkdlybuf4s50_1: 37
edfxtp_1: 2080
clkinvlp_2: 36
o2bb2ai_1: 28
bufinv_16: 40
mux2i_1: 217
a22o_1: 86
synthesized netlist by cell type (all sizes together), types with 3 or more instances:
cell     count
a211oi      33
a21boi      13
a21oi      167
a221o       15
a221oi     281
a22o        86
a22oi      268
and2        19
and3         4
buf        155
clkbuf     168
edfxtp    2080
mux2        49
mux2i      217
mux4        62
nand2       93
nand2b      11
nand3       51
nand4       16
nor2       184
nor2b        9
nor3        10
nor4        17
o211a       27
o211ai      29
o21ai      135
o221ai       6
o22ai      125
o2bb2ai     28
or3          3
or4         14
through the flow:
step	hold slack (ns)	instances	power, mW	setup slack [ns]	utilization [%]
final	9.31	9387	4.80	10.58	50.3
after global routing	9.29	9387	5.11	10.48	50.3
after CTS	9.27	9386	4.88	10.69	50.3
after detailed placement	9.86	6957	2.62	9.87	42.6
after global placement	9.86	6957	2.62	9.89	42.6
after floorplan	9.39	4395	2.52	10.50	-
cells by family (layout without fill, tap and decap cells):
logic type,count (synthesis),count (layout)
simple gates,441,441
other cells,0,1
buf+inv,325,2692
flops,2080,2080
mux,328,328
compound gates,1221,1221
No activity file was given, so power comes from the tool's default toggle rates.
